==> /design/flow/config.mk <==
export PLATFORM = sky130hd
export DESIGN_NAME = multiplier_repeat
export DESIGN_NICKNAME = multiplier_repeat
export VERILOG_FILES = /design/flow/design.v
export SDC_FILE = /design/flow/constraint.sdc
export NUM_CORES = 4
export LEC_CHECK = 1
export CORE_UTILIZATION = 40
==> /design/flow/constraint.sdc <==
current_design multiplier_repeat

set clk_period 15.4
set clk_io_pct 0.2

create_clock -name clk0 -period $clk_period

set non_clock_inputs [all_inputs -no_clocks]
set_input_delay [expr $clk_period * $clk_io_pct] -clock clk0 $non_clock_inputs
set_output_delay [expr $clk_period * $clk_io_pct] -clock clk0 [all_outputs]
==> /design/flow/design.v <==
module multiplier_repeat (
    result,
    op_a,
    op_b
);
    parameter size = 8;
    input[size:1] op_a, op_b;
    output[2*size:1] result;
    reg[2*size:1] shift_opa;
    reg[2*size:1] result;
    reg[size:1] shift_opb;
    always @(op_a or op_b) begin
        result = 0;
        shift_opa = op_a;
        shift_opb = op_b;
        repeat(size) begin
            if(shift_opb[1]) result = result + shift_opa;
            shift_opa = shift_opa << 1;
            shift_opb = shift_opb >> 1;
        end
    end
endmodule
==> /design/flow/run.sh <==
#!/bin/bash
# OpenROAD 26Q1-2900-gdf79404cd8, Yosys 0.63+post, stock flow scripts
make -C /OpenROAD-flow-scripts/flow DESIGN_CONFIG=/design/flow/config.mk WORK_HOME=/design/flow/orfs finish
==> run notes <==
yosys + openroad results -> outcome finished clean, register area 0 um^2, final worst slack 0.466 ns, Most Frequent Cell on Critical Path ha_1, Adder Area Share 0.279, Hold Crit Class input pin to output pin, global-route wire length before repair approximately 14000 um, final hold violation count 0, Synth Area in XOR/XNOR 0.0904, ao+oa area frac 0.322, total wire length roughly 8500 um, routed length per instance 15.0 um, Pre-Repair DR Iteration Count 4, GRT Overall Usage 0.216, setup tns final 0 ns, Max VDD drop 0.0524 mV, Seq cells 0, share of cells above drive strength 1 0.147, Initial Util 0.421, initial antenna violation count 0, commonest cells in the synthesized netlist ha_1, nor2_1, nand2_1, a21oi_1, inv_1, n_diodes 0, initial drt markers a little under 100, area leader, netlist ha_1, Slew Limit Fails 0, pwr/cell area 123 nW/um^2, Layout fillers a little under 700, antenna-violating nets left 0, Slew HR 0.507, Largest logic family AND-OR/OR-AND gates, dpl hpwl between 6000 and 7000 um, tool warnings 36, Mapped Area between 3000 and 4000 um^2, IO Port Bufs 32, final setup fails 0, Seq/Total Area, Yosys 0, # hold bufs at CTS 0, Area growth syn-to-layout 24.5%, CP endpoint kind output pin, IO Pins 32, top cells, area ha_1, xnor2_1, a21oi_1, Overall Power around 480 uW, period utilization 0.970, Gate Count Post-Synth around 430, Slowest cell on crit path clkdlybuf4s50_1, crit path DRT roughly 12 ns, Die Ht roughly 90 um, clk_buf instances 0, Syn Area/Cell 7.21 um^2, Placement Setup Slack approximately 0.065 ns, DR vias approximately 3100, synth warn 1, placer congestion estimate about 0.9, row cnt 31, Die Width approximately 90 um, via-per-instance ratio 5.55, critical setup path kind input pin to output pin, critical path startpoint category input pin, Leak 0.00171 uW, simple share 0.192, residual DRC count 0, CP Data Arrival Time 11.85 ns, CP peak stage delay 0.57 ns, top-count cell post-synth ha_1, ys cells between 400 and 500, f_max ~67 MHz, pin count of the biggest net entering global routing 23, # Max-Cap Violations 0, total gr overflow 0, Top-area cell share 0.234, worst slew pin tran between 0.7 and 0.8 ns, vias in the first global route around 2800, MUX share of area 0.0618, full die area roughly 8000 um^2, worst-path fanout max 10, synthesis area per yosys approximately 3100 um^2, count of cell types in the netlist approximately 58, core footprint between 7000 and 8000 um^2, final worst path period need 14.93 ns
-- layout make-up --
cell class         count  area, um^2  share of cell area
well taps             99         124              0.0321
inverters             32         120              0.0311
repair buffers        50         472               0.122
multi-input cells    386        3140               0.815
-- final timing paths --
check / startpoint / to / slack (ns) / depth (start not counted)
hold / removal: op_b[1] / result[1] / 7.28 / 4
setup / recovery: op_a[6] / result[15] / 0.47 / 38
-- cell families after synthesis --
group	after synthesis
adders and majority gates	65
AOI/OAI and AO/OA	148
muxes	17
xor gates and xnor gates	32
buffers and inverters	44
and+or+nand+nor	124
-- what timing repair did --
| item | CTS | global route |
|---|---|---|
| resized | 0 | 46 |
| endpoints found under the setup margin | 0 | 6 |
| setup buffers | 0 | 7 |
-- per-stage QoR --
stage / instance area (um^2) / std cells / hold WS (ns) / utilization
after CTS: 3580 / 560 / 7.31 / 0.485
final: 3860 / 567 / 7.28 / 0.524
after detailed placement: 3580 / 560 / 7.30 / 0.485
after global routing: 3860 / 567 / 7.31 / 0.524
after global placement: 3580 / 560 / 7.31 / 0.485
after floorplan: 3100 / 430 / 6.24 / -
-- per-layer routing --
layer / wire length (um) / GRT usage / vias to the layer above
met1: 4770 / 0.363 / 1435
met5: 0 / 0 / -
met2: 3520 / 0.324 / 44
met4: 0 / 0.00269 / 0
li1: - / - / 1667
met3: 241 / 0.00258 / 0
-- cells in the final DEF, fill, tap and decap left out, types with 8 or more instances in the layout --
cell,count
ha_1,52
a21oi_2,9
a21oi_1,23
o21ai_0,24
o211ai_1,9
nand2_1,34
a21o_1,11
xnor2_1,21
xor2_1,8
inv_1,31
nor2b_1,8
nor2_1,35
mux2_2,9
o21a_1,11
buf_4,16
clkdlybuf4s50_1,32
-- report_power, final --
part           internal, uW  switching, uW  leakage (uW)
clock                     0              0             0
combinational           244            232       0.00171
sequential                0              0             0
-- worst max-delay path, delay by kind of cell --
kind,cells,cell delay [ns]
compound gates,15,2.78
fa+ha+maj,7,2.17
simple gates,7,1.52
buf+inv,4,1.40
mux,1,0.29
xor+xnor,4,0.60
Power is estimated from default activity; no workload was simulated.
