File: flow/run.sh
#!/bin/bash
# OpenROAD 26Q1-2900-gdf79404cd8, Yosys 0.63+post, stock flow scripts
make -C /OpenROAD-flow-scripts/flow DESIGN_CONFIG=/design/flow/config.mk WORK_HOME=/design/flow/orfs finish
File: flow/config.mk
export PLATFORM = sky130hd
export DESIGN_NAME = Wallace
export DESIGN_NICKNAME = Wallace
export VERILOG_FILES = /design/flow/design.v
export SDC_FILE = /design/flow/constraint.sdc
export NUM_CORES = 4
export LEC_CHECK = 1
export CORE_UTILIZATION = 30
File: flow/constraint.sdc
current_design Wallace

set clk_period 6.2
set clk_io_pct 0.2

create_clock -name clk0 -period $clk_period

set non_clock_inputs [all_inputs -no_clocks]
set_input_delay [expr $clk_period * $clk_io_pct] -clock clk0 $non_clock_inputs
set_output_delay [expr $clk_period * $clk_io_pct] -clock clk0 [all_outputs]
File: flow/design.v
module adder_cell(a,b,cin,s,cout);
	input wire a,b,cin;
	output reg s,cout;
    always @(*) begin
        {cout,s} = a + b + cin;
    end
endmodule
module Wallace(ina,inb,result_out);
	input   [7:0]  ina,inb;
	output reg [15:0] result_out;
	reg     [7:0]  p[7:0];
	integer i,j;
	always @(*) begin
		for(i = 0;i <= 7;i = i + 1) begin
			for(j = 0;j <= 7;j = j + 1) begin
				p[i][j] = ina[i]&inb[j];
			end
		end
	end
	wire [2:0] s1[12:1];
	wire [2:0] c1[13:2]; 
	parameter zero = 1'b0;
	adder_cell fa1_01_0(p[1][0],p[0][1],zero,s1[1][0],c1[2][0]);      
	adder_cell fa1_02_0(p[2][0],p[0][2],p[1][1],s1[2][0],c1[3][0]);     
	adder_cell fa1_03_0(p[3][0],p[2][1],p[1][2],s1[3][0],c1[4][0]);   
	adder_cell fa1_04_0(p[4][0],p[3][1],p[2][2],s1[4][0],c1[5][0]);
	adder_cell fa1_04_1(p[1][3],p[0][4],zero,   s1[4][1],c1[5][1]);
	adder_cell fa1_05_0(p[5][0],p[4][1],p[3][2],s1[5][0],c1[6][0]);
	adder_cell fa1_05_1(p[2][3],p[1][4],p[0][5],s1[5][1],c1[6][1]);
	adder_cell fa1_06_0(p[6][0],p[5][1],p[4][2],s1[6][0],c1[7][0]);
	adder_cell fa1_06_1(p[3][3],p[2][4],p[1][5],s1[6][1],c1[7][1]);   
	adder_cell fa1_07_0(p[7][0],p[6][1],p[5][2],s1[7][0],c1[8][0]);
	adder_cell fa1_07_1(p[4][3],p[3][4],p[2][5],s1[7][1],c1[8][1]);
	adder_cell fa1_07_2(p[1][6],p[0][7],zero,   s1[7][2],c1[8][2]);
	adder_cell fa1_08_0(p[7][1],p[6][2],p[5][3],s1[8][0],c1[9][0]);
	adder_cell fa1_08_1(p[4][4],p[3][5],p[2][6],s1[8][1],c1[9][1]);   
	adder_cell fa1_09_0(p[7][2],p[6][3],p[5][4],s1[9][0],c1[10][0]);
	adder_cell fa1_09_1(p[4][5],p[3][6],p[2][7],s1[9][1],c1[10][1]);	
	adder_cell fa1_10_0(p[7][3],p[6][4],p[5][5],s1[10][0],c1[11][0]);
	adder_cell fa1_10_1(p[4][6],p[3][7],zero,   s1[10][1],c1[11][1]);
	adder_cell fa1_11_0(p[7][4],p[6][5],p[5][6],s1[11][0],c1[12][0]); 
	adder_cell fa1_12_0(p[7][5],p[6][6],p[5][7],s1[12][0],c1[13][0]);
	wire [1:0] s2[13:2];
	wire [1:0] c2[14:3];
	adder_cell fa2_02_0(s1[2][0],c1[2][0],zero,    s2[2][0],c2[3][0]);
	adder_cell fa2_03_0(s1[3][0],p[0][3], c1[3][0],s2[3][0],c2[4][0]);
	adder_cell fa2_04_0(s1[4][0],s1[4][1],c1[4][0],s2[4][0],c2[5][0]);  
	adder_cell fa2_05_0(s1[5][0],s1[5][1],c1[5][0],s2[5][0],c2[6][0]);
	adder_cell fa2_06_0(s1[6][0],s1[6][1],p[0][6], s2[6][0],c2[7][0]);
	adder_cell fa2_06_1(c1[6][0],c1[6][1],zero,    s2[6][1],c2[7][1]);
	adder_cell fa2_07_0(s1[7][0],s1[7][1],s1[7][2],s2[7][0],c2[8][0]);
	adder_cell fa2_07_1(c1[7][0],c1[7][1],zero,    s2[7][1],c2[8][1]);
	adder_cell fa2_08_0(s1[8][0],s1[8][1],p[1][7], s2[8][0],c2[9][0]);
	adder_cell fa2_08_1(c1[8][0],c1[8][1],c1[8][2],s2[8][1],c2[9][1]);
	adder_cell fa2_09_0(s1[9][0],s1[9][1],c1[9][0],s2[9][0],c2[10][0]); 
	adder_cell fa2_10_0(s1[10][0],s1[10][1],c1[10][0],s2[10][0],c2[11][0]); 
	adder_cell fa2_11_0(s1[11][0],p[4][7],c1[11][0],  s2[11][0],c2[12][0]); 
	adder_cell fa2_12_0(s1[12][0],c1[12][0],zero,     s2[12][0],c2[13][0]);
	adder_cell fa2_13_0(c1[13][0],p[6][7],p[7][6],    s2[13][0],c2[14][0]);
	wire [11:3] s3;
	wire [12:4] c3;
	adder_cell fa3_03_0(zero,c2[3][0],s2[3][0],s3[3],c3[4]);
	adder_cell fa3_04_0(zero,c2[4][0],s2[4][0],s3[4],c3[5]);
	adder_cell fa3_05_0(s2[5][0],c1[5][1],c2[5][0],s3[5],c3[6]);
	adder_cell fa3_06_0(s2[6][0],s2[6][1],c2[6][0],s3[6],c3[7]);
	adder_cell fa3_07_0(s2[7][0],s2[7][1],c2[7][0],s3[7],c3[8]); 
	adder_cell fa3_08_0(s2[8][0],s2[8][1],c2[8][0],s3[8],c3[9]); 
	adder_cell fa3_09_0(s2[9][0],c1[9][1],c2[9][0],s3[9],c3[10]); 
	adder_cell fa3_10_0(s2[10][0],c1[10][1],c2[10][0],s3[10],c3[11]);
	adder_cell fa3_11_0(s2[11][0],c1[11][1],c2[11][0],s3[11],c3[12]);
	wire [14:4] s4;
	wire [15:5] c4;
	adder_cell fa4_04_0(zero,s3[4],c3[4],s4[4],c4[5]);
	adder_cell fa4_05_0(zero,s3[5],c3[5],s4[5],c4[6]);
	adder_cell fa4_06_0(zero,s3[6],c3[6],s4[6],c4[7]);
	adder_cell fa4_07_0(c2[7][1],s3[7],c3[7],s4[7],c4[8]);
	adder_cell fa4_08_0(c2[8][1],s3[8],c3[8],s4[8],c4[9]);
	adder_cell fa4_09_0(c2[9][1],s3[9],c3[9],s4[9],c4[10]);
	adder_cell fa4_10_0(zero,s3[10],c3[10],s4[10],c4[11]);
	adder_cell fa4_11_0(zero,s3[11],c3[11],s4[11],c4[12]);
	adder_cell fa4_12_0(c2[12][0],s2[12][0],c3[12],s4[12],c4[13]);
	adder_cell fa4_13_0(zero,s2[13][0],c2[13][0],s4[13],c4[14]);
	adder_cell fa4_14_0(p[7][7],c2[14][0],zero,s4[14],c4[15]);
	always @(*) begin
		result_out[0] = p[0][0];
		result_out[1] = s1[1][0];
		result_out[2] = s2[2][0];
		result_out[3] = s3[3];
		result_out[4] = s4[4];
		result_out[15:5] = {zero,s4[14:5]} + c4[15:5];
	end	
endmodule
==> deck_impl_summary.md <==
Run Summary

STA
  • Slew @ Worst Pin: 0.283 ns
  • Max-slew violation count: 0
  • Final period util: 0.992
  • Achievable Freq: 163 MHz
  • Final Critical Period: between 6 and 7 ns
  • Hold Vio Cnt, Final: 0
  • Final setup viols: 0
  • Slew HR: 0.812
  • Final setup margin: about 0.050 ns
  • RSZ-0062 raised after global routing: yes

Critical path
  • Startpoint Class: input pin
  • WP data arrival: between 4 and 5 ns
  • Most used cell, CP: fa_1
  • CP Depth: 16
  • Critical Path Sink Type: output pin
  • CP top delay family: adder cells
  • WP data required: about 5.0 ns
  • Max stage delay on crit path: 0.52 ns
  • Slowest-stage cell, CP: fa_1
  • Worst path buffer plus inverter count: 6
  • Crit path max fanout: 4
  • CP Cell Sequence: buf_6, buf_6, and2_4, fa_1, inv_1, fa_1, fa_1, fa_1, inv_2, ha_4, and3_4, a2111oi_4, buf_4, a21oi_2, xor2_1, buf_2
  • Crit Path Class: input pin to output pin

Drt
  • Final WL: 3.97 mm
  • Drt pass-1 iters: 4
  • DR WL/cell: 11.1 microns
  • DRC: 0
  • 1st-iter DRT viols: ~42
  • ANT cells: 0
  • Vias: 1605
  • Final antenna-violating net count: 0
  • Avg Vias per Cell: 4.47

Floorplan
  • Fp util: 0.319
  • Die area: between 6000 and 7000 sq um
  • Die height: approximately 82 microns
  • Area of the core: 6060 sq um
  • Boundary Pins: 32
  • Standard-cell row count: 28
  • Die Wd: 82.3 microns

Logic synthesis
  • Mux area share: 0
  • YS chip area: slightly below 2000 sq um
  • Seq/Total Area, Yosys: 0
  • Yosys cell count: about 210
  • Synthesized instance count: about 210
  • Synthesized area: 1930 sq um
  • Avg Inst Size Synth: about 9.0 sq um
  • XOR-XNOR Cells, Area Fraction: 0.0408
  • Synth warn: 4
  • And-or/or-and share of the synthesized area: 0.0757
  • Fa+ha+maj area frac: 0.579
  • Yosys simple share: 0.216
  • Netlist cell types: 27
  • Dominant combinational family: adder cells

Worst hold path
  • Min-Delay Path Class: input pin to output pin
  • Hold Crit Depth: 6

Finish
  • Finished Core Util: 0.468
  • CLK BUF: 0
  • Seq cells: 0
  • Layout cells sized above 1: 0.363
  • Register area: 0 sq um
  • Area grow syn2layout: 46.8%

Job
  • Tool Warnings: 33
  • MaxCap Viol Count: 0

GRT
  • Vias in the first global route: 1605
  • Met3 Track Usage GR: 0.0123
  • Initial antenna violation count: 0
  • Grt ovf: 0
  • Global-route met1 utilization: 0.215
  • Largest net degree at the start of global routing: 9
  • First-pass GRT wire length: between 6 and 7 mm
  • GRT Util Overall: 0.130
  • Busiest grt layer: met1
  • Grt met2 use: 0.201

Place
  • Dpl ws: -0.827 ns
  • Port Buffers: 32
  • HPWL after detailed placement: ~3.4 mm
  • Routability-driven placement congestion ratio: ~0.85

Power and ir drop
  • Leakage power: between 0.001 and 0.0015 uW
  • Pwr dens: approximately 330 nW/um^2
  • VDD IR-drop max: roughly 300 uV

Status
  • Status: complete, no violations

Clocking
  • # hold bufs at CTS: 0
[synth_stat cells]
library cell,n,share of area
fa_1,39,0.40
inv_1,38,0.074
nand2_1,36,0.070
and2_1,31,0.10
ha_1,27,0.17
nor2_1,5,0.0097
xnor2_1,5,0.023
a21oi_1,4,0.010
buf_4,4,0.016
xor2_1,4,0.018
and3_1,2,0.0065
and3_4,2,0.012
nand3_1,2,0.0052
o2111ai_1,2,0.0091
a2111oi_4,1,0.014
a211oi_2,1,0.0065
a21o_1,1,0.0039
a21o_4,1,0.0078
a21oi_2,1,0.0045
a311oi_2,1,0.0078
a31oi_1,1,0.0032
nor2b_1,1,0.0032
nor3_1,1,0.0026
nor4_1,1,0.0032
o21bai_1,1,0.0039
o311ai_0,1,0.0045
or2_2,1,0.0032
[area by class of cell]
| class | count | area, sq um |
|---|---|---|
| Tap cell | 75 | 93.8 |
| Multi-Input combinational cell | 172 | 1990 |
| Fill cell | 575 | 3220 |
| Timing Repair Buffer | 74 | 612 |
| Inverter | 38 | 143 |
[layer usage]
layer  part of all wire  wire (microns)
met5                  0               0
met4                  0               0
met3              0.046             183
met2               0.44            1750
met1               0.51            2040
[power by group]
| group | leakage [uW] | total [uW] | internal (uW) | switching, uW |
|---|---|---|---|---|
| combinational | 0.00139 | 942 | 556 | 386 |
| sequential | 0 | 0 | 0 | 0 |
| clock | 0 | 0 | 0 | 0 |
| total | 0.00139 | 942 | 556 | 386 |
[per-stage QoR]
stage / cell area (sq um) / total power, uW / hold WS, ns / setup TNS (ns) / instances
after CTS: 2760 / 866 / 3.27 / 0 / 358
after floorplan: 1930 / 379 / 2.55 / 0 / 214
after global placement: 2570 / 747 / 3.62 / -5.95 / 351
after detailed placement: 2570 / 743 / 3.62 / -6.05 / 351
after global routing: 2840 / 1050 / 3.20 / -0.287 / 359
final: 2840 / 942 / 3.15 / 0 / 359
[kinds of logic (layout without fill, tap and decap cells)]
family,count (synthesis),after routing
AOI/OAI and AO/OA,15,15
adders and majority gates,66,66
buffers and inverters,42,112
and+or+nand+nor,82,82
xor gates and xnor gates,9,9
[cells in the final DEF, fill, tap and decap left out, types with 2 or more instances in the layout]
cell,count
and3_1,2
and3_4,2
buf_6,13
a21oi_4,2
and2_1,23
xor2_1,4
clkdlybuf4s50_1,9
fa_1,38
inv_1,35
buf_2,10
ha_4,8
inv_2,3
nand2_1,34
nor2_1,4
ha_1,19
and2_4,8
xnor2_1,5
buf_4,36
nand2_2,2
a21oi_1,2
[timing repair]
item,4_1_cts,5_1_grt
buffers inserted,8,1
resized,114,27
endpoints found under the setup margin,10,8
pin swaps,37,23
[final timing paths]
kind,start,to,slack (ns)
worst max-delay path,ina[3],result_out[13],0.05
worst min-delay path,inb[7],result_out[15],3.15
Power is estimated from default activity; no workload was simulated.
