==> flow/run.sh <==
#!/bin/bash
# OpenROAD 26Q1-2900-gdf79404cd8, Yosys 0.63+post, stock flow scripts
make -C /OpenROAD-flow-scripts/flow DESIGN_CONFIG=/design/flow/config.mk WORK_HOME=/design/flow/orfs finish
==> flow/config.mk <==
export PLATFORM = sky130hd
export DESIGN_NAME = multiplier_for
export DESIGN_NICKNAME = multiplier_for
export VERILOG_FILES = /design/flow/design.v
export SDC_FILE = /design/flow/constraint.sdc
export NUM_CORES = 4
export LEC_CHECK = 1
export CORE_UTILIZATION = 50
==> flow/constraint.sdc <==
current_design multiplier_for

set clk_period 19.2
set clk_io_pct 0.2

create_clock -name clk0 -period $clk_period

set non_clock_inputs [all_inputs -no_clocks]
set_input_delay [expr $clk_period * $clk_io_pct] -clock clk0 $non_clock_inputs
set_output_delay [expr $clk_period * $clk_io_pct] -clock clk0 [all_outputs]
==> flow/design.v <==
module multiplier_for (
    result,
    op_a,
    op_b
);
    parameter size = 8;
    input[size:1] op_a, op_b;
    output[2*size:1] result;
    reg[2*size:1] shift_opa;
    reg[2*size:1] result;
    reg[size:1] shift_opb;
    reg[3:0] temp_for;
    always @(op_a or op_b) begin
        result = 0;
        shift_opa = op_a;
        shift_opb = op_b;
        temp_for = 4'b0000;
        for(temp_for=0; temp_for<size; temp_for=temp_for+1) begin
            if(shift_opb[1]) result = result + shift_opa;
            shift_opa = shift_opa << 1;
            shift_opb = shift_opb >> 1;
        end
    end
endmodule
==> results.txt <==
Entry: Yosys synthesis followed by OpenROAD place and route.

Layout:
- The final layout report lists a clock buffer count of 0.
- The final report lists a non-filler cell total of approximately 530.
- The design has 0 sequential cells.
- Leaving out buffers and inverters, the combinational logic in the layout accounts for 2930 um^2.
- The run puts the final instance area at ~3500 um^2.
- The run gives the filler cell count as roughly 600.
- The run gives the total area of sequential cells as 0 um^2.
- The run gives the layout overhead on the synthesized area as 12.0%.
- The run gives the share of final-layout standard cells stronger than drive strength 1 as 0.0377.
- The most common logic cell in the final layout is sky130_fd_sc_hd__ha_1.
- The run puts the final core area utilization at 0.583.
- In the layout the commonest cells are 58 x sky130_fd_sc_hd__ha_1, 35 x sky130_fd_sc_hd__nor2_1, 34 x sky130_fd_sc_hd__nand2_1, 32 x sky130_fd_sc_hd__a21oi_1, 32 x sky130_fd_sc_hd__clkdlybuf4s50_1.

Global routing:
- The initial antenna violation count is 0.
- The run gives the met1 global-route usage as 0.427.
- Per the GRT log, the top usage layer is met1.
- The run puts the met2 track demand over resource in global routing at 0.398.
- The run gives the total congestion overflow after global routing as 0.
- The run gives the met3 global-route usage as 0.0217.
- Total global-route track usage over all layers is 0.266.
- The run gives the first-pass GRT wire length as 13300 um.
- The run gives the largest net degree at the start of global routing as 23.
- The number of global-route vias before repair came to approximately 2700.

Floorplan:
- The run puts the placeable core area at between 5000 and 6000 um^2.
- The run gives the number of placement rows as 28.
- The run puts the number of top-level design ports at 32.
- According to the floorplan report, the total die area is about 6500 um^2.
- The run gives the chip height as 80.7 um.
- For this configuration, the core starts out at a cell density of 0.520.
- Measured along the x axis, the die boundary spans about 80 um.

Critical path:
- Per the timing report, the biggest fanout along the worst path comes to 11.
- On the critical path the data arrives at 13490 ps.
- The run gives the number of buffers and inverters on the critical path as 5.
- In this design, the largest share of critical-path delay is due to AND-OR/OR-AND gates.
- STA classifies the critical path endpoint as a primary output.
- The run gives the slowest cell on the critical path as sky130_fd_sc_hd__clkdlybuf4s50_1.
- Per STA, the highest per-stage delay on the worst path measures 720 ps.
- For reference, the most critical setup path is categorized as input port to primary output.
- The OpenROAD report gives the critical path a required time of 15360 ps.
- The worst setup path is launched from an input port.
- By instance count, the cell type seen most on the critical path is sky130_fd_sc_hd__ha_1.

Route:
- The run puts the per-cell via count in the routed design at 5.92.
- The run gives the residual DRC count as 0.
- The run puts the via count of the routed design at 3112.
- The first routing iteration left 134 violations.
- The run gives the routed wire length as 8020 um.
- The run gives the per-cell routed wire length as 15.2 um.
- The run gives the iteration tally of the first detailed-router pass as 4.
- 0 antenna diodes ended up in the layout.
- The run gives the residual antenna-violating net count after detailed routing as 0.

Timing:
- The run gives the final tally of max-slew violations as 0.
- Endpoints with negative setup slack in the final report add up to 0.
- The run gives the setup total negative slack as 0 ps.
- The run puts the worst hold margin at 8930 ps.
- The run puts the number of hold-slack violations in the final timing report at 0.
- The run puts the actual slew at the worst max-slew pin at 759 ps.
- The run gives the worst setup slack after layout as 1870 ps.
- The run gives the relative slew slack as 0.493.
- Setup repair after global routing left no endpoint under its margin.
- The run gives the final critical-path required period as 17330 ps.
- Static timing analysis puts the maximum clock frequency at just under 0.06 GHz.
- The run puts the final clock period utilization by the worst path at 0.902.

Pwr:
- The run puts the leakage power summed over all cells at ~1.6 nW.
- The run puts the power density normalized to cell area at 98.4 nW/um^2.
- The run puts the overall power of the completed layout at 0.342 mW.
- The highest supply drop recorded on VDD is 64.2 uV.

Synthesis:
- The run gives the total cells reported by yosys after synthesis as 430.
- Of the total synthesized cell area, the portion taken by XOR and XNOR cells is 0.0904.
- The run gives the summed standard-cell area reported by yosys as slightly above 3000 um^2.
- Yosys mapped the design onto 58 distinct sky130hd cell types.
- In this run the mean area of a mapped cell was slightly above 7 um^2.
- The run gives the fraction of synthesized area in multiplexers as 0.0618.
- The run puts the total number of yosys warnings at 1.
- The run gives the cell count after synthesis as 430.
- In this run, the synthesized area fraction spent on and/or/nand/nor cells is recorded as 0.192.
- The run gives the prevailing logic family in the synthesized netlist as AND-OR/OR-AND gates.
- Of the synthesized area, sequential elements account for 0.
- The run gives the synthesized-area fraction occupied by adder cells as 0.279.
- The run gives the compound-cell area share of the yosys netlist as 0.322.
- The run puts the post-synthesis cell area at 3100 um^2.

Placement:
- The run puts the final RePlAce weighted congestion at 0.923.
- The pre-CTS setup check shows a worst slack of around 1900 ps.
- The run gives the placed standard-cell area as between 3000 and 4000 um^2.
- The run puts the post-placement cell count at 526.
- The run gives the half-perimeter wire length after detailed placement as 6330 um.
- The run puts the number of input and output port buffers inserted at 32.

Run:
- The run puts the number of warnings in the stage logs at 37.
- Max-cap violations in this run came to 0.

Hold path:
- The type recorded for the worst min-delay path is input port to primary output.

Clock network:
- The run puts the number of buffers inserted to repair setup after CTS at 0.
- In this run, post-CTS hold repair placed 0 buffers.
- The run gives the total of cells resized after clock tree synthesis as 0.

Status:
- The flow ran to the end, and the final reports show no timing, DRC or antenna violations.
==> power by group <==
part | internal [mW] | switching (mW) | total, mW
clock network | 0 | 0 | 0
registers | 0 | 0 | 0
logic | 0.172 | 0.169 | 0.342
==> final cells by class <==
type                            instances  share of cell area
Multi-Input combinational cell        386               0.844
Timing Repair Buffer                   33              0.0944
Inverter                               32              0.0346
Tap cell                               75              0.0270
==> worst min-delay path: stages <==
cell,delay [ps]
sky130_fd_sc_hd__clkdlybuf4s50_1,610
sky130_fd_sc_hd__and2_1,240
sky130_fd_sc_hd__clkdlybuf4s50_1,400
==> kinds of logic (layout without fill, tap and decap cells) <==
family / after synthesis / in the layout
AOI/OAI and AO/OA: 148 / 148
muxes: 17 / 17
and+or+nand+nor: 124 / 124
xor gates and xnor gates: 32 / 32
adders and majority gates: 65 / 65
buffers and inverters: 44 / 65
==> layer usage <==
metal / vias up / wire (um)
met5: - / 0
met4: 0 / 101
met3: 6 / 343
met2: 70 / 3300
met1: 1403 / 4280
li1: 1633 / -
==> cell usage after synthesis, types with 9 or more instances <==
master | n | share of area
sky130_fd_sc_hd__o211ai_1 | 9 | 0.022
sky130_fd_sc_hd__a31oi_1 | 10 | 0.020
sky130_fd_sc_hd__xor2_1 | 10 | 0.028
sky130_fd_sc_hd__o21ai_0 | 30 | 0.048
sky130_fd_sc_hd__nor2_1 | 35 | 0.042
sky130_fd_sc_hd__clkbuf_1 | 11 | 0.013
sky130_fd_sc_hd__nor2b_1 | 9 | 0.018
sky130_fd_sc_hd__a21oi_1 | 32 | 0.052
sky130_fd_sc_hd__mux2_2 | 9 | 0.033
sky130_fd_sc_hd__ha_1 | 58 | 0.23
sky130_fd_sc_hd__xnor2_1 | 22 | 0.062
sky130_fd_sc_hd__o21a_1 | 11 | 0.027
sky130_fd_sc_hd__inv_1 | 31 | 0.038
sky130_fd_sc_hd__a21o_1 | 11 | 0.027
sky130_fd_sc_hd__nand2_1 | 34 | 0.041
==> final timing paths <==
path,start,to,slack [ps],cells past startpoint
worst min-delay path,op_b[1],result[1],8930,3
worst max-delay path,op_a[2],result[15],1870,41
Power figures rest on the tool's default switching activity, not on a simulated workload.
